File: ./design.v
module traffic # (
    parameter CYCLES_PER_SEC = 125000000  
)(
    input  clk,                  
    input  i_maintenance,        
    input  [3:0] i_ped_buttons,  
    output [2:0] o_light_ns,     
    output [2:0] o_light_ew,     
    output       o_light_ped     
);
localparam GREEN_LIGHT  = 3'b010;
localparam YELLOW_LIGHT = 3'b110;
localparam RED_LIGHT    = 3'b100;
logic [2:0] r_light_ns, r_light_ew;
logic       r_light_ped;
localparam QUARTER_SEC_CYCLES = CYCLES_PER_SEC / 4;
enum {NS_G, NS_Y, EW_G, EW_Y, PED_CROSS, PED_BLINK} state, next_state;
logic [3:0]  time_count;
logic [27:0] cycle_count;
logic        ped_flag;
logic        ped_blink_toggle;
always_ff @(posedge clk) begin
    if (state == PED_CROSS || state == PED_BLINK)
        ped_flag <= 0;
    else if (i_ped_buttons != 0)
        ped_flag <= 1;
    if (i_maintenance) begin
        time_count        <= 0;
        cycle_count       <= 0;
        state             <= NS_G;
        ped_flag          <= 0;
        ped_blink_toggle  <= 0;
    end else begin
        if (cycle_count == CYCLES_PER_SEC - 1) begin
            cycle_count <= 0;
            if (next_state == NS_G && state != next_state)
                time_count <= 0;
            else
                time_count <= time_count + 1;
            state <= next_state;
        end else begin
            cycle_count <= cycle_count + 1;
        end
        if (state == PED_BLINK) begin
            if (cycle_count == QUARTER_SEC_CYCLES - 1 ||
                cycle_count == (2 * QUARTER_SEC_CYCLES) - 1 ||
                cycle_count == (3 * QUARTER_SEC_CYCLES) - 1 ||
                cycle_count == (4 * QUARTER_SEC_CYCLES) - 1)
                ped_blink_toggle <= ~ped_blink_toggle;
        end else begin
            ped_blink_toggle <= 0;
        end
    end
end
always_comb begin: state_decoder
    case (state)
        NS_G:       next_state = (time_count == 2) ? NS_Y       : NS_G;
        NS_Y:       next_state = (time_count == 4) ? EW_G       : NS_Y;
        EW_G:       next_state = (time_count == 7) ? EW_Y       : EW_G;
        EW_Y:       next_state = (time_count == 9) ? (ped_flag ? PED_CROSS : NS_G) : EW_Y;
        PED_CROSS:  next_state = (time_count == 11)? PED_BLINK  : PED_CROSS;
        PED_BLINK:  next_state = (time_count == 13)? NS_G       : PED_BLINK;
        default:    next_state = NS_G;
    endcase
end
always_comb begin: out_decoder
    r_light_ped = 0;
    case (state)
        NS_G: begin
            r_light_ns   = GREEN_LIGHT;
            r_light_ew   = RED_LIGHT;
            r_light_ped  = 0;
        end
        NS_Y: begin
            r_light_ns   = YELLOW_LIGHT;
            r_light_ew   = RED_LIGHT;
            r_light_ped  = 0;
        end
        EW_G: begin
            r_light_ns   = RED_LIGHT;
            r_light_ew   = GREEN_LIGHT;
            r_light_ped  = 0;
        end
        EW_Y: begin
            r_light_ns   = RED_LIGHT;
            r_light_ew   = YELLOW_LIGHT;
            r_light_ped  = 0;
        end
        PED_CROSS: begin
            r_light_ns   = RED_LIGHT;
            r_light_ew   = RED_LIGHT;
            r_light_ped  = 1;
        end
        PED_BLINK: begin
            r_light_ns   = RED_LIGHT;
            r_light_ew   = RED_LIGHT;
            r_light_ped  = ped_blink_toggle;
        end
        default: begin
            r_light_ns   = GREEN_LIGHT;
            r_light_ew   = RED_LIGHT;
            r_light_ped  = 0;
        end
    endcase
end
assign o_light_ns   = r_light_ns;
assign o_light_ew   = r_light_ew;
assign o_light_ped  = r_light_ped;
endmodule
File: ./run.sh
#!/bin/bash
# OpenROAD 26Q1-2900-gdf79404cd8, Yosys 0.63+post, stock flow scripts
make -C /OpenROAD-flow-scripts/flow DESIGN_CONFIG=/design/flow/config.mk WORK_HOME=/design/flow/orfs finish
File: ./constraint.sdc
current_design traffic

set clk_period 3.8
set clk_io_pct 0.2

create_clock -name clk0 -period $clk_period [get_ports {clk}]

set non_clock_inputs [all_inputs -no_clocks]
set_input_delay [expr $clk_period * $clk_io_pct] -clock clk0 $non_clock_inputs
set_output_delay [expr $clk_period * $clk_io_pct] -clock clk0 [all_outputs]
File: ./config.mk
export PLATFORM = sky130hd
export DESIGN_NAME = traffic
export DESIGN_NICKNAME = traffic
export VERILOG_FILES = /design/flow/design.v
export SDC_FILE = /design/flow/constraint.sdc
export NUM_CORES = 4
export LEC_CHECK = 1
export CORE_UTILIZATION = 40
==> Changelog: implementation <==
### Physical design

* Reg power frac at 57.4%
* Number of global-route vias before repair at 1,529
* Syn Std Cell Area at 0.00210 sq mm
* Worst R2R End: time_count[0]$_SDFFE_PP0P_
* Pwr/cell area at 309 mW/mm^2
* Post-CTS Setup Inserts at 0
* Setup Crit Path Kind: flip-flop to output pin
* N_diodes at 0
* Critical Path AT at 1650 ps
* Die Ht at 74.4 um
* Largest net degree at the start of global routing at 28
* GP Congestion at 0.908
* Comb pwr share at 3.7%
* Finished Cell Area at 0.00226 sq mm
* Vias at 1,710
* Adder Share, Synth at 2.39%
* Tot Pwr at 0.698 mW
* Status: finished, final reports clean
* Simple-gate portion of the synthesized area at 35.8%
* # H-tree levels at 2
* Fin crit share at 63.4%
* Synthesized netlist cell count at 254
* Max Cap Viol at 0
* Setup TNS at 0 ps
* Crit path from: state[2]$_SDFFE_PP0P_
* Fillers at 491
* Post-route ant nets at 0
* Hold Violations, Final at 0
* Critical path depth at 3
* Buffer and inverter count on the worst path at 1
* Final HPWL from detailed placement at 2.90 mm
* Antenna violations before repair at 0
* Startpoint types: flip-flop
* Cell variety after synth at 47
* Area growth syn-to-layout at 7.75%
* Clock share of power at 38.9%
* Initial detailed-routing violation count at 89
* Setup-failing EPs final at 0
* TritonCTS Buffers at 5
* Register area share after synthesis at 35.3%
* CTS-repair resized insts at 0
* I/O pin count at 13
* WL final at 4.23 mm
* Die X-Extent at 74.4 um
* Worst-path clk slew at 70 ps
* Switch Pwr at 0.147 mW
* Share of cells above drive strength 1 at 4.63%
* Xor+xnor area frac at 10.9%
* Max Slew Vio Count at 0
* DR pass1 iterations at 4
* Aoi share at 7.63%
* Crit path max fanout at 12
* WP data required at 3040 ps
* Fmax at 415 MHz
* CTS max path bufs at 2
* EDFF count, synth at 0
* Synth async-reset ratio at 0%
* Post-synth top area cell: dfxtp_1
* Mux share at 0.954%
* Critical path's top delay family: flip-flops
* Path type of the worst min-delay path: flip-flop to flip-flop
* Crit. End Element: output pin
* CP peak stage delay at 520 ps
* Average wire per standard cell at 13.0 um
* Relative slew slack at 40.2%
* Leading post-synthesis cells by cell area: dfxtp_1, xor2_1, nor2_1
* Overflow after GRT at 0
* Site Rows at 25
* First-pass GRT wire length at 7.27 mm
* Reg-to-reg slack, setup at 1620 ps
* Synth flops at 37
* Max VDD drop at 0.221 mV
* Cell count in the Yosys report at 254
* Late-Pin Clk Latency at 280 ps
* Tot GR Track Use at 17.1%
* Worst Setup EP: o_light_ns[1]
* Root Buffer: clkbuf_8
* RR Startpoint: state[2]$_SDFFE_PP0P_
* CTS tree: done
* Smallest hold slack at 458 ps
* Internal at 0.550 mW
* Least-Margin Pin Slew at 890 ps
* DRC Markers at 0
* Reg2Reg Depth at 5
* Tool Warnings at 27
* Sw Ratio at 21.1%
* Die Size at 0.00554 sq mm
* Hold_buf cts at 0
* FP Core Util at 43.0%
* Port Buffer Count at 10
* Area of the core at 0.00488 sq mm
* Clock skew at 4.22 ps
* Clock sink total at 37
* Highest-delay cell along the critical path: dfxtp_1
* Max-area cell share at 35.3%
* Via-to-Cell Ratio at 5.25
* Lkg Pwr at 0.718 nW
* Area post-placement at 0.00217 sq mm
* Crit path time final at 2410 ps
* Crit path cell chain: nor2b_1 -> nor2_1 -> clkdlybuf4s50_1
* Logic family by area: simple AND/OR/NAND/NOR gates
* Most used flip-flop cell: dfxtp_1
* YS chip area at 0.00210 sq mm
* RSZ-0062 raised after global routing: false
* Yosys warnings at 1
* Avg Inst Size Synth at 8.26 sq um
-- routing by layer --
metal	part of all wire (%)	global-route usage [%]	up-vias	routed length, um
li1	-	-	897	-
met1	53	27.5	780	2230
met2	42	25.1	26	1790
met3	3.2	3.02	7	135
met4	1.7	2.52	0	70
met5	0	0	-	0
-- per-stage QoR --
step / util (%) / std cells / setup slack, ps
final: 46.3 / 326 / 1390
after global placement: 44.6 / 319 / 1670
after global routing: 46.3 / 326 / 1240
after floorplan: - / 255 / 1860
after CTS: 46.3 / 326 / 1350
after detailed placement: 44.6 / 319 / 1660
-- worst min path at each step --
stage / start / end / slack [ps] / cells after the start
4_1_cts: cycle_count[0]$_SDFF_PP0_ / cycle_count[0]$_SDFF_PP0_ / 450 / 1
5_1_grt: cycle_count[0]$_SDFF_PP0_ / cycle_count[0]$_SDFF_PP0_ / 490 / 1
6_report: cycle_count[0]$_SDFF_PP0_ / cycle_count[0]$_SDFF_PP0_ / 460 / 1
-- registers in the layout, summed over array words and instances, names as in the netlist --
signal,count
ped_blink_toggle,1
time_count,4
ped_flag,1
cycle_count,28
state,3
-- power by group through the flow --
stage	sequential [mW]	combinational [mW]	clock [mW]
global route	0.401	0.0293	0.300
finish	0.400	0.0257	0.271
CTS	0.400	0.0260	0.282
-- area by class of cell --
cell class | count | area, sq um | area share (%)
clock buffer | 7 | 86.3 | 3.82
inverter | 7 | 26.3 | 1.16
multi-input combinational | 197 | 1220 | 53.8
sequential | 37 | 741 | 32.8
tap | 67 | 83.8 | 3.71
timing repair buffer | 11 | 108 | 4.76
-- cell families (layout without fill, tap and decap cells) --
logic type,after synthesis,after routing
fa+ha+maj,4,4
compound gates,23,23
mux,2,2
simple gates,140,140
other cells,1,2
buf+inv,21,25
xor+xnor,26,26
flops,37,37
-- Yosys cell counts, types with 2 or more instances --
| library cell | count |
|---|---|
| buf_12 | 3 |
| o311ai_0 | 2 |
| dfxtp_1 | 37 |
| a21oi_1 | 10 |
| nand3b_1 | 3 |
| and2_1 | 4 |
| nor4b_1 | 3 |
| nand4b_1 | 2 |
| ha_1 | 4 |
| buf_4 | 2 |
| nand2_1 | 22 |
| nand3_1 | 19 |
| nor3_1 | 6 |
| mux2i_1 | 2 |
| nand2b_1 | 6 |
| nor4_2 | 2 |
| nor4bb_1 | 3 |
| and3_1 | 2 |
| nand4_1 | 13 |
| nor2b_1 | 6 |
| nor4_1 | 2 |
| inv_1 | 7 |
| nor2_1 | 39 |
| o32ai_1 | 2 |
| xnor2_1 | 6 |
| clkbuf_1 | 6 |
| or3_1 | 2 |
| xor2_1 | 20 |
-- worst reg2reg max path, cell delays in order (launching register included) --
cell	delay (ps)
dfxtp_1	520
nand2b_1	180
or3_1	380
a222oi_1	590
o311ai_0	240
a21oi_1	180
-- cell usage in the layout, fill, tap and decap left out, drive strengths merged, types with 2 or more instances in the layout --
master,instances
or3,2
conb,2
clkdlybuf4s50,10
a21oi,10
nand4,13
mux2i,2
and2,4
xnor2,6
nor4b,3
nand3b,3
nor2,39
xor2,20
or4,2
o311ai,2
nor2b,6
dfxtp,37
inv,7
nand2,22
and3,2
nand3,19
nor3,6
nand4b,2
ha,4
nand2b,7
nor4bb,3
nor4,4
o32ai,2
clkbuf,7
Power figures rest on the tool's default switching activity, not on a simulated workload.
